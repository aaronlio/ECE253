File: design/flow/design.v
module hex(SW, HEX0);
	input logic [9:0] SW;
	output logic [6:0] HEX0;
	hex_decoder u0(.c(SW[3:0]), .display(HEX0[6:0]));
endmodule
module hex_decoder(c, display);
   input logic [3:0] c;
   output logic [6:0] display;
   assign display[0] = ~c[3] & ~c[2] & ~c[1] & c[0] | ~c[3] & c[2] & ~c[1] & ~c[0] | c[3] & ~c[2] & c[1] & c[0]| c[3] & c[2] & ~c[1] & c[0];
	assign display[1] = ~c[3] & c[2] & ~c[1] & c[0] | ~c[3] & c[2] & c[1] & ~c[0] | c[3] & ~c[2] & c[1] & c[0]| c[3] & c[2] & ~c[1] & ~c[0] | c[3] & c[2] & c[1] & ~c[0] | c[3] & c[2] & c[1] & c[0];
	assign display[2] = ~c[3] & ~c[2] & c[1] & ~c[0] | c[3] & c[2] & ~c[1] & ~c[0] | c[3] & c[2] & c[1] & ~c[0]| c[3] & c[2] & c[1] & c[0];
	assign display[3] = ~c[3] & ~c[2] & ~c[1] & c[0] | ~c[3] & c[2] & ~c[1] & ~c[0] | ~c[3] & c[2] & c[1] & c[0]| c[3] & ~c[2] & c[1] & ~c[0] | c[3] & c[2] & c[1] & c[0];
	assign display[4] = ~c[3] & ~c[2] & ~c[1] & c[0] | ~c[3] & ~c[2] & c[1] & c[0] | ~c[3] & c[2] & ~c[1] & ~c[0]| ~c[3] & c[2] & ~c[1] & c[0] | ~c[3] & c[2] & c[1] & c[0] | c[3] & ~c[2] & ~c[1] & c[0];
	assign display[5] = ~c[3] & ~c[2] & ~c[1] & c[0] | ~c[3] & ~c[2] & c[1] & ~c[0] | ~c[3] & ~c[2] & c[1] & c[0]| ~c[3] & c[2] & c[1] & c[0] | c[3] & c[2] & ~c[1] & c[0];
	assign display[6] = ~c[3] & ~c[2] & ~c[1] & ~c[0] | ~c[3] & ~c[2] & ~c[1] & c[0] | ~c[3] & c[2] & c[1] & c[0]| c[3] & c[2] & ~c[1] & ~c[0];
endmodule
File: design/flow/run.sh
#!/bin/bash
# OpenROAD 26Q1-2900-gdf79404cd8, Yosys 0.63+post, stock flow scripts
make -C /OpenROAD-flow-scripts/flow DESIGN_CONFIG=/design/flow/config.mk WORK_HOME=/design/flow/orfs finish
File: design/flow/constraint.sdc
current_design hex

set clk_period 1.1
set clk_io_pct 0.2

create_clock -name clk0 -period $clk_period

set non_clock_inputs [all_inputs -no_clocks]
set_input_delay [expr $clk_period * $clk_io_pct] -clock clk0 $non_clock_inputs
set_output_delay [expr $clk_period * $clk_io_pct] -clock clk0 [all_outputs]
File: design/flow/config.mk
export PLATFORM = sky130hd
export DESIGN_NAME = hex
export DESIGN_NICKNAME = hex
export VERILOG_FILES = /design/flow/design.v
export SDC_FILE = /design/flow/constraint.sdc
export NUM_CORES = 4
export LEC_CHECK = 1
export CORE_AREA = 10 10 70 70
export DIE_AREA = 0 0 80 80
==> run summary <==
fresh numbers from the pnr run: status=finished with violations, failing checks=setup timing, Worst Hold Class=primary input to output port, Post-synth area hogs=or4b_1 (13%), o211ai_1 (10%), nand2b_1 (8.4%), nand4b_1 (7.9%), buf_6 (5.1%), Yosys top cell by area=or4b_1, Netlist Area Pre-Place=223 um2, Seq share, synth=0%, Slew @ Worst Pin=160 ps, Syn Inst Count=32, VDD IR max=56.0 uV, FF/Latch Area=0 um2, Max Fclk=0.757 GHz, first-pass GRT wire length=1.25 mm, die area=6400 um2, Post-DRT Antenna Nets=0, initial detailed-routing violation count=4, # setup viols final=7, GRT Total Usage=2.24%, vias=306, Tool Warnings=40, final-report hold violation count=0, Power Density=331 nW/um2, DRC viols=0, routability congestion estimate=0.636, Crit Path Category=primary input to output port, largest net degree at the start of global routing=9, grt ovf=0, chip height=80 um, max cap viols=0, DR pass1 iterations=4, DIE WIDTH=80 um, io pins=17, yosys warns=0, setup ws final=-220 ps, fin crit share=120%, hpwl dp=590 um, RSZ-0062 raised after global routing=yes, flip-flops=0, area share, top type=13.5%, Worst slew margin=89.3%, Finished Cell Area=492 um2, P&R area growth vs syn=121%, fill count=387, Fin Hold WS=782 ps, Worst Hold Endpoint=HEX0[0], core outline area=3420 um2, Core Util at FP=6.52%, Hold Path Stages=4, YS chip area=223 um2, Critical Path AT=1100 ps, post-cts hold buffer count=0, synthesized area per cell=6.96 um2, fin crit period=1320 ps, initial antenna violation count=0, yosys stat cell total=32, Vias/cell=3.15, Worst Path Max Fanout=7, row cnt=21, Routed WL=839 um, vias in the first global route=272, Worst EP required=880 ps, synth unique cells=21, Setup TNS Final=-981 ps, clock buffer count=0, placed cell areas=418 um2, port bufs=11, crit start category=primary input, ant diodes=0, WL per Instance=8.65 um, hold path startpoint=SW[0], Leak=0.000204 uW, layout cells sized above 1=58.8%, kind of end point of the critical path=output port, final slew viol count=0
[cell families (layout without fill, tap and decap cells)]
group	Yosys count	count (layout)	synth area share, %
simple gates	15	15	48.9
compound gates	10	10	32.6
buf+inv	6	25	14.6
xor+xnor	1	1	3.93
[routing by layer]
metal / up-vias / GRT usage [%] / wire length [um] / part of all wire, %
li1: 160 / - / - / -
met1: 142 / 2.57 / 400 / 48
met2: 4 / 4.33 / 395 / 47
met3: 0 / 0.455 / 43 / 5.1
met4: 0 / 0 / 0 / 0
met5: - / 0 / 0 / 0
[synthesized netlist by cell type]
| master | count |
|---|---|
| a21boi_0 | 1 |
| a22oi_1 | 1 |
| buf_2 | 2 |
| buf_6 | 1 |
| clkbuf_1 | 1 |
| inv_1 | 2 |
| nand2_1 | 1 |
| nand2b_1 | 3 |
| nand3_1 | 2 |
| nand4b_1 | 2 |
| nor2b_1 | 1 |
| o2111ai_1 | 1 |
| o211ai_1 | 3 |
| o21a_1 | 1 |
| o21ai_0 | 2 |
| o221ai_1 | 1 |
| or2b_1 | 1 |
| or3_1 | 1 |
| or3b_1 | 1 |
| or4b_1 | 3 |
| xnor2_1 | 1 |
[per-stage QoR]
step	instances	setup slack (ps)	power [uW]	utilization (%)
final	97	-220	163	14.4
after global routing	97	-240	179	14.4
after CTS	96	-223	152	13.6
after detailed placement	92	-1070	141	12.2
after global placement	92	-1060	140	12.2
after floorplan	32	37.7	55.1	-
[area by class of cell]
class	instances	area (um2)	share of cell area, %
timing repair buffer	23	201	41.0
inverter	2	7.51	1.53
multi-input combinational	26	225	45.8
tap	46	57.6	11.7
[timing repair]
action | CTS | global route
setup endpoints to repair | 7 | 7
setup buffers | 4 | 1
pin swaps | 8 | 8
resized | 58 | 4
[layout by cell type (no fill, tap or decap), drive strengths merged]
cell type,n
xnor2,1
o211ai,3
or4b,3
or2b,1
o2111ai,1
a22oi,1
inv,2
or3b,1
or3,1
nor2b,1
o221ai,1
nand4b,2
o21ai,2
nand3,2
o21a,1
nand2b,3
a21boi,1
buf,23
nand2,1
[worst max path at each step]
stage,endpoint,startpoint,slack (ps)
6_report,HEX0[0],SW[0],-220
5_1_grt,HEX0[0],SW[0],-240
4_1_cts,HEX0[0],SW[1],-220
[critical path, stage by stage]
cell and delay [ps]:
buf_8 110, or4b_4 540, o211ai_1 110, buf_2 120
[where the power goes]
group	internal, uW	leakage (uW)	switching (uW)	total (uW)
sequential	0	0	0	0
combinational	102	0.000204	60.9	163
clock	0	0	0	0
Power figures rest on the tool's default switching activity, not on a simulated workload.
