[./config.mk]
export PLATFORM = sky130hd
export DESIGN_NAME = part3
export DESIGN_NICKNAME = part3
export VERILOG_FILES = /design/flow/design.v
export SDC_FILE = /design/flow/constraint.sdc
export NUM_CORES = 4
export LEC_CHECK = 1
export CORE_AREA = 10 10 70 70
export DIE_AREA = 0 0 80 80
[./design.v]
module part3(A, B, Function, ALUout);
    parameter N = 4;
    input logic [N-1:0]A, B;
    input logic[1:0] Function;
    output logic [(N*2)-1:0] ALUout;
    always_comb
    begin
        case(Function)
        2'b00: 
            ALUout = A + B;
        2'b01:
            ALUout = | {A,B};  
        2'b10:
            ALUout = & {A,B};
        2'b11:
            ALUout = {A,B};
        default:
            ALUout = 0;
        endcase
    end
endmodule
[./run.sh]
#!/bin/bash
# OpenROAD 26Q1-2900-gdf79404cd8, Yosys 0.63+post, stock flow scripts
make -C /OpenROAD-flow-scripts/flow DESIGN_CONFIG=/design/flow/config.mk WORK_HOME=/design/flow/orfs finish
[./constraint.sdc]
current_design part3

set clk_period 2.6
set clk_io_pct 0.2

create_clock -name clk0 -period $clk_period

set non_clock_inputs [all_inputs -no_clocks]
set_input_delay [expr $clk_period * $clk_io_pct] -clock clk0 $non_clock_inputs
set_output_delay [expr $clk_period * $clk_io_pct] -clock clk0 [all_outputs]
==> impl_metrics.yaml <==
# yosys + openroad results
critical_path:
  critPathBufInv: 2
  crit_family: "buffers and inverters"
  crit_arrival_ns: 2.01
  start_kind: "input port"
  cp-end-kind: "primary output"
  cp_max_fo: 3
  max_stage_delay_ns: 0.43
  path_cells: "clkdlybuf4s50_1, ha_1, nand4_1, or3b_1, dlygate4sd2_1"
  path_class: "in -> out"
  cp_slowest_cell: "clkdlybuf4s50_1"
  cp.required_ns: 2.08
route:
  first_iter_violations: 31
  n_antenna_cell: 0
  drt.antenna.violating_nets: 0
  routed-wl-met2_um: 492
  wl_um: 1110
  vias: 394
  drt-pass1-iter-count: 2
  avgRoutedWirePerCell_um: 10.1
  top_layer_used: "met3"
  wl_met1_um: 522
  via_per_inst: 3.58
  dr_wl_met3_um: 93
  drc_errors: 0
die:
  rows: 21
  pin_count: 18
  fp.coreArea_um2: 3420
  die_y_um: 80
  die_x_um: 80
  initCoreUtil_pct: 7.55
  design.die.area_um2: 6400
cells_and_area:
  final_common_cell: "buf_4"
  seq_cell_count: 0
  drive_gt1_share_pct: 43.8
  fin_cells: 110
  final_cell_mix: "buf_4 (15), dlygate4sd2_1 (9), clkdlybuf4s50_1 (7), and3_2 (4), nand4_1 (3)"
  syn_to_final_growth_pct: 147
  nClkBuffers: 0
  ff_latch_area_um2: 0
final_timing:
  drv_slew: 0
  worst_slew_pin_slew_ns: 0.297
  fin_crit_ns: 2.53
  rsz0062_at_grt: "yes"
  hold_violations: 0
  finalSetupTns_ns: 0
  setup_violations: 0
  post-route-period-util_pct: 97.2
  fmaxAchievable_ghz: 0.396
  slew_headroom_pct: 80.2
grt:
  antenna_found_initial: 0
  grt_pass1_wl_um: 1970
  grtUsageTotal_pct: 3.56
  grt.overflow.total: 0
  grt_start_max_net_pins: 9
  grt_pass1_vias: 408
logic_synthesis:
  syn_avg_cell_area_um2: 8.05
  syn_inst: 32
  ys_chip_area_um2: 258
  synthDistinctLibCells: 21
  ys_seq_share_pct: 0
  ys_warn_count: 1
  synth_area_um2: 258
  ys_cells: 32
power_and_ir_drop:
  p_per_area_nw_per_um2: 152
  vdd.ir_drop.worst_mv: 0.0268
  leakage_nw: 0.272
placed_design:
  gp_congestion: 0.769
  hpwl_um: 918
  port_buffers: 18
  dpl.cell_count: 109
job:
  tool_warnings: 33
  maxCapViolCount: 0
status:
  status: "completed"
worst_hold_path:
  hold_class: "in -> out"
area by class of cell:
type | instances | area, um^2
Fill cell | 385 | 2780
Multi-Input combinational cell | 31 | 298
Tap cell | 46 | 57.6
Timing Repair Buffer | 33 | 282
metrics by stage:
step                hold slack, ns  setup WS [ns]  util (%)  power (W)  instance area [um^2]
finish                        1.67         0.0734      18.6  0.0000965                   637
global route                  1.77        -0.0373      18.6   0.000108                   637
CTS                           1.68         0.0146      18.3  0.0000947                   624
detailed placement            2.16         -0.372      17.3  0.0000912                   589
global placement              2.17         -0.351      17.3  0.0000907                   589
floorplan                     1.07          0.612         -  0.0000291                   258
cell usage after synthesis, types with 2 or more instances:
cell     count  share of area [%]
and3_2       4                 12
a22o_1       2                6.8
a21oi_1      2                3.9
ha_1         4                 19
nor2_1       2                2.9
nand4_1      3                7.3
path summary, 6_finish.rpt:
path                  startpoint         to  depth (start not counted)  slack, ns
worst max-delay path        A[3]  ALUout[3]                          5       0.07
worst min-delay path        A[0]  ALUout[4]                          5       1.67
power by group:
part           internal (W)  switching (W)  total [W]
registers                 0              0          0
logic             0.0000588      0.0000377  0.0000965
clock network             0              0          0
layer usage:
metal  vias up  track usage [%]
li1        197                -
met1       185             4.83
met2        12             6.02
met3         0            0.682
met4         0                0
met5         -                0
worst min-delay path, delay by kind of cell:
kind                   cells  cell delay [ns]
and+or+nand+nor            1             0.05
AOI/OAI and AO/OA          1             0.05
buffers and inverters      3             0.52
cells by family (layout without fill, tap and decap cells):
logic type / count (synthesis) / in the layout / synth area share [%]
buf+inv: 1 / 33 / 4.37
simple gates: 14 / 14 / 34.0
compound gates: 11 / 11 / 31.1
fa+ha+maj: 5 / 5 / 27.2
xor+xnor: 1 / 1 / 3.40
timing repair:
item,in CTS,in global routing
pin swaps,8,2
setup buffers,1,0
setup endpoints to repair,5,4
gates resized,21,2
endpoints found under the hold margin,0,0
hold buffers,0,0
No activity file was given, so power comes from the tool's default toggle rates.
