--- flow/run.sh ---
#!/bin/bash
# OpenROAD 26Q1-2900-gdf79404cd8, Yosys 0.63+post, stock flow scripts
make -C /OpenROAD-flow-scripts/flow DESIGN_CONFIG=/design/flow/config.mk WORK_HOME=/design/flow/orfs finish
--- flow/config.mk ---
export PLATFORM = sky130hd
export DESIGN_NAME = part2
export DESIGN_NICKNAME = part2
export VERILOG_FILES = /design/flow/design.v
export SDC_FILE = /design/flow/constraint.sdc
export NUM_CORES = 4
export LEC_CHECK = 1
export CORE_AREA = 10 10 85 85
export DIE_AREA = 0 0 95 95
--- flow/constraint.sdc ---
current_design part2

set clk_period 3.0
set clk_io_pct 0.2

create_clock -name clk0 -period $clk_period [get_ports {Clock}]

set non_clock_inputs [all_inputs -no_clocks]
set_input_delay [expr $clk_period * $clk_io_pct] -clock clk0 $non_clock_inputs
set_output_delay [expr $clk_period * $clk_io_pct] -clock clk0 [all_outputs]
--- flow/design.v ---
module part2(Clock, Reset_b, Data, Function, ALUout);
    input logic Clock, Reset_b;
    input logic [3:0] Data;
    input logic [1:0] Function;
    output logic [7:0] ALUout;
    logic [7:0] ALU_temp;
    logic [3:0] A;
    logic [3:0] B;
    always_ff @(posedge Clock)
    begin
        if (Reset_b) ALUout <= 8'b00000000;
        else ALUout <= ALU_temp;
    end
    always_comb 
    begin 
        A[3:0] = Data[3:0];
        B[3:0] = ALUout[3:0];
        case(Function)
        2'b00: ALU_temp = A + B;
		  2'b01: ALU_temp = A * B; 
		  2'b10: ALU_temp = B << A; 
		  2'b11: ALU_temp = ALUout;
		default : ALU_temp = 8'b00000000;
		endcase
    end
endmodule
==> out/results.ini <==
[final_timing]
setup_slack_ps=144
max_freq_ghz=0.350
period_minus_slack_ps=2860
setup_violations=0
hold_viol=0
rsz0062_at_grt=no
slew_violations=0
finalClockSkew_ps=1.40
finalCritPeriodShare_pct=95.2
worstMarginPinSlew_ps=419
slew_headroom_pct=72.0

[setup_path]
required_ps=3100
crit_type=primary input to flop
r2r_start=ALUout[3]
path_max_fanout=3
r2r_slack_ps=340
reg2reg_depth=10
cp-end-kind=flop
reg2reg_to=ALUout[5]
critPathLaunchType=primary input
critPathCapture=ALUout[5]
critPathLaunch=Data[2]
cp.arrival_ps=2950

[clock_tree]
cts_tree=yes
cts_setup_buffers=0
clk_latency_ps=230
hold_buffers=0
cts_buffer_depth=2
h-tree-depth=1
clock-sinks=8
clkTransAtPathRegs_ps=40
cts_buffers=3
root_buffer=clkbuf_8

[floorplanning]
chipArea_sq_mm=0.00903
initial_core_util_pct=20.9
core_area_sq_mm=0.00547
die_w_um=95
num_io_pins=16
die_h_um=95
rows=27

[placed_design]
preCtsSetupSlack_ps=-486
gp_congestion=0.905
port_buffers=15
dp_hpwl_um=2450

[yosys]
ys_types=39
top_area_share_pct=21.8
synthCells=136
avgSynthCellArea_sq_um=8.43
ys_area_sq_mm=0.00115
top_area_cell=ha_1
top_cells_by_area=ha_1 22%, dfxtp_1 14%, fa_1 8.7%, a21oi_1 5.7%, and2_1 4.4%
ys_seq_share_pct=14.0
ys_seq_elements=8
ys_warn_count=1
ys_cells=136
synth_area_sq_mm=0.00115

[hold_path]
hp-class=flop to flop

[routing]
drc_errors=0
drt-vias-per-instance=4.43
wl_met3_um=208
routed-wl-met2_um=1280
met1Wirelength_um=1470
firstDrtPassIters=4
insertedDiodeCount=0
routed_wl_um=2980
routed.top_layer=met4
dr_total_vias=1037
first_iter_violations=35
ant_nets=0
avgRoutedWirePerCell_um=12.7

[final_layout]
area_growth_pct=35.7
drive_above_1_share_pct=23.5
finish.utilization_pct=28.4
largest-register=ALUout
largest_reg_flops=8
reg_top3=ALUout x8

[power_and_ir_drop]
seq_power_share_pct=26.1
p_leak_nw=0.695
combinationalPowerShare_pct=46.3
p_int_mw=0.311
power.density_mw_per_mm2=301
sw_frac_of_total_pct=33.5
peakVddDrop_mv=0.139
clkPwrFrac_pct=27.6
power.switching_mw=0.157

[grt]
grt_overflow=0
grt_pass1_wl_um=5270
grt_pass1_vias=1069
antenna_found_initial=0
grt_max_degree=14
grt.total_usage_pct=7.21

[job]
warnings=28
max_cap_violations=0

[status]
status=complete, no violations

-- power by group through the flow --
stage / Clock [mW] / Sequential, mW / Combinational (mW)
4_1_cts: 0.134 / 0.122 / 0.204
5_1_grt: 0.142 / 0.123 / 0.245
6_report: 0.129 / 0.122 / 0.217
-- worst max-delay path, cell delays in order --
cell	delay, ps
dlygate4sd2_1	220
nand2_1	70
fa_1	480
inv_1	50
fa_1	460
ha_1	310
a21o_1	180
a21oi_4	190
xnor2_2	80
a221oi_2	250
a211oi_2	70
-- cell usage in the layout (no fill, tap or decap), types with 2 or more instances in the layout --
cell type	instances
clkbuf_8	3
xor2_1	3
a21o_1	3
nand2_2	2
o21ai_0	4
buf_4	13
a221oi_1	2
clkbuf_2	2
a21oi_1	11
nor3_1	3
nand2b_1	2
mux2_2	3
inv_1	13
a211oi_1	2
and2_1	8
fa_1	4
nor2_1	3
nand3b_1	2
dfxtp_1	8
clkdlybuf4s50_1	12
mux2i_1	3
a221oi_2	2
nor3b_1	2
ha_1	18
nand2_1	9
-- logic make-up after synthesis --
logic type                 count (synthesis)  synth area share (%)
adders and majority gates                 25                  30.6
buffers and inverters                     20                  6.99
AOI/OAI and AO/OA                         35                  21.3
and+or+nand+nor                           37                  17.8
xor gates and xnor gates                   5                  3.82
muxes                                      6                  5.57
DFF                                        8                  14.0
-- worst min path at each step --
stage         start   endpoint  slack [ps]  depth (start not counted)
4_1_cts   ALUout[5]  ALUout[5]         530                          2
6_report  ALUout[5]  ALUout[5]         530                          2
5_1_grt   ALUout[5]  ALUout[5]         550                          2
-- synth_stat cells (all sizes together) --
library cell / count
dfxtp: 8
nor2: 3
o21ai: 6
nor2b: 1
nand2: 11
a2111oi: 1
mux2: 3
xor2: 3
a21o: 3
a221o: 1
or2: 2
o41a: 1
mux2i: 3
buf: 2
nand2b: 2
or3b: 2
a221oi: 4
nand3: 1
fa: 5
inv: 14
nand3b: 2
a21oi: 13
xnor2: 2
a211oi: 3
nor3b: 2
o2bb2ai: 1
clkbuf: 4
ha: 20
o22ai: 1
nor3: 3
o221ai: 1
and2: 8
-- routing by layer --
metal	vias up	GRT usage [%]
li1	534	-
met4	0	0.374
met3	2	1.60
met5	-	0
met1	471	10.3
met2	30	11.4
-- layout make-up --
cell class,count,area (sq um)
Fill cell,585,3920
Multi-Input combinational cell,108,963
Timing Repair Buffer,29,248
Sequential cell,8,160
Tap cell,72,90.1
Inverter,14,52.6
Clock buffer,3,41.3
-- metrics by stage --
step / instances / setup TNS (ps) / hold slack [ps] / power, mW / instance area, sq um
final: 234 / 0 / 527 / 0.468 / 1560
after global routing: 234 / 0 / 546 / 0.510 / 1560
after CTS: 234 / 0 / 531 / 0.460 / 1520
after detailed placement: 231 / -2140 / 524 / 0.327 / 1470
after global placement: 231 / -2230 / 515 / 0.327 / 1470
after floorplan: 136 / 0 / 466 / 0.248 / 1150
-- timing repair --
action / in CTS / in global routing
resized: 5 / 14
pin swaps: 11 / 9
setup endpoints to repair: 5 / 4
gates cloned: 0 / 0
Power is estimated from default activity; no workload was simulated.
